$ cat flow/run.sh
#!/bin/bash
# OpenROAD 26Q1-2900-gdf79404cd8, Yosys 0.63+post, stock flow scripts
make -C /OpenROAD-flow-scripts/flow DESIGN_CONFIG=/design/flow/config.mk WORK_HOME=/design/flow/orfs finish
$ cat flow/config.mk
export PLATFORM = sky130hd
export DESIGN_NAME = Larger_Smaller
export DESIGN_NICKNAME = Larger_Smaller
export VERILOG_FILES = /design/flow/design.v
export SDC_FILE = /design/flow/constraint.sdc
export NUM_CORES = 4
export LEC_CHECK = 1
export CORE_AREA = 10 10 86 86
export DIE_AREA = 0 0 96 96
$ cat flow/constraint.sdc
current_design Larger_Smaller

set clk_period 4.3
set clk_io_pct 0.2

create_clock -name clk0 -period $clk_period

set non_clock_inputs [all_inputs -no_clocks]
set_input_delay [expr $clk_period * $clk_io_pct] -clock clk0 $non_clock_inputs
set_output_delay [expr $clk_period * $clk_io_pct] -clock clk0 [all_outputs]
$ cat flow/design.v
module Larger_Smaller (
	input logic [7:0] A, B,
	output logic [2:0] bigger_exp,
	output logic [3:0] exp_diff,
	output logic [4:0] fract_diff,
	output logic [3:0] Bigger_fract, Smaller_fract,
	output logic [5:0] Shifted_fract,
	output logic [6:0] total_bigger_fract, total_smaller_fract,
	output logic choose, sign_big, sign_small, sign1, sign2
);
assign sign1 = A[7];
assign sign2 = B[7];
logic [3:0] N, N1;
fa_3bit exp_diff1 (
	.A(A[6:4]),
	.B(B[6:4]),
	.Cin(1'b1),
	.value(N)
);
fa_4bit fract_diff1 (
	.A(A[3:0]),
	.B(B[3:0]),
	.Cin(1'b1),
	.value(fract_diff)
);
always @(*) begin
	if (N == 4'b0000) begin
		if (fract_diff[4] == 1'b0) begin
			Bigger_fract = A[3:0];
			Smaller_fract = B[3:0];
			bigger_exp = A[6:4];
			choose = 1'b0;
			end
		else if (fract_diff[4] == 1'b1) begin
			Bigger_fract = B[3:0];
			Smaller_fract = A[3:0];
			bigger_exp = B[6:4];
			choose = 1'b1;
			end
	end
	else if (N != 4'b0000) begin
		if (N[3] == 1'b0) begin
			Bigger_fract = A[3:0];
			Smaller_fract = B[3:0];
			bigger_exp = A[6:4];
			choose = 1'b0;
			end
		else if (N[3] == 1'b1) begin
			Bigger_fract = B[3:0];
			Smaller_fract = A[3:0];
			bigger_exp = B[6:4];
			choose = 1'b1;
			end
	end
end
always_comb begin
	if (N == 4'b0000) begin
		exp_diff = 4'b0000;
		end
	else if (N[3] == 1'b0) begin
		exp_diff = N;
		end
			else
				exp_diff = ~N + 1;
end
assign N1 = exp_diff - 1;
logic [5:0] Sf, n_Sf, X, Y, Z;
assign X = {Smaller_fract, 2'b00};
always@(*) begin
	if (N == 4'b0000) begin
		Sf = X;
		total_smaller_fract = {1'b1, Sf};
		end
	else if (N != 4'b0000) begin
		n_Sf = ~X;
		Y = n_Sf >> 1;
		Z = ~Y;
		Sf = Z >> N1;
		total_smaller_fract = {1'b0, Sf};
		end
end 
assign total_bigger_fract = {1'b1, Bigger_fract, 2'b00};
assign Shifted_fract = Sf;
endmodule : Larger_Smaller
module fa_3bit (
	input logic [2:0] A,
	input logic [2:0] B,
	input logic Cin,
	output logic [2:0] Sum,
	output logic Cout,
	output logic [3:0] value
);
logic [2:0] carry;
fulladder fa0 (.Sum(Sum[0]), .A(A[0]), .B(B[0]^Cin), .Cin(Cin), .Cout(carry[0]));
fulladder fa1 (.Sum(Sum[1]), .A(A[1]), .B(B[1]^Cin), .Cin(carry[0]), .Cout(carry[1]));
fulladder fa2 (.Sum(Sum[2]), .A(A[2]), .B(B[2]^Cin), .Cin(carry[1]), .Cout(carry[2]));
assign Cout = carry[2] ^ Cin;
assign value = {Cout, Sum[2:0]};
endmodule : fa_3bit
module fa_4bit (
	input logic [3:0] A,
	input logic [3:0] B,
	input logic Cin,
	output logic [3:0] Sum,
	output logic Cout,
	output logic [4:0] value
);
logic [3:0] carry;
fulladder fa0 (.Sum(Sum[0]), .A(A[0]), .B(B[0]^Cin), .Cin(Cin), .Cout(carry[0]));
fulladder fa1 (.Sum(Sum[1]), .A(A[1]), .B(B[1]^Cin), .Cin(carry[0]), .Cout(carry[1]));
fulladder fa2 (.Sum(Sum[2]), .A(A[2]), .B(B[2]^Cin), .Cin(carry[1]), .Cout(carry[2]));
fulladder fa3 (.Sum(Sum[3]), .A(A[3]), .B(B[3]^Cin), .Cin(carry[2]), .Cout(carry[3]));
assign Cout = carry[3] ^ Cin;
assign value = {Cout, Sum[3:0]};
endmodule : fa_4bit
module fulladder (
	input logic A,B,
	input logic Cin,
	output logic Sum,
	output logic Cout
);
assign Sum = A ^ B ^ Cin;
assign Cout = (A & B)|((A ^ B)&Cin);
endmodule : fulladder
==> impl_metrics.py <==
# Metrics from the implementation run
metrics = {
    "floorplan": {
        "core_area_sq_um": 5540,
        "fp.dieW_microns": 96,
        "chip_area_sq_um": 9220,
        "die.size.y_microns": 96,
        "fp_util_pct": 16.2,
        "ioPinCount": 61,
        "rows": 27,
    },
    "detailed_routing": {
        "viasPerCell": 3.89,
        "first_pass_iters": 4,
        "vias": 1063,
        "insertedDiodeCount": 0,
        "finalWirelength_mm": 3.35,
        "wl_per_cell_microns": 12.3,
        "drt_iter0_drc": 26,
        "ant_nets": 0,
        "drc_errors": 0,
    },
    "grt": {
        "grt_pass1_vias": 1172,
        "grt_use_total_pct": 7.49,
        "antenna_found_initial": 0,
        "use_met3_pct": 2.83,
        "grt_overflow": 0,
        "grt_most_used_layer": "met2",
        "met1_usage_pct": 10.2,
        "grt_pass1_wl_mm": 5.69,
        "grt_max_degree": 9,
        "use_met2_pct": 11.8,
    },
    "cells_and_area": {
        "final_cell_mix": "buf_4 (45), clkdlybuf4s50_1 (29), inv_1 (16)",
        "post-route-cell-area_sq_um": 1900,
        "layout-drive-gt1-share_pct": 52.7,
        "nFillCells": 583,
        "regArea_sq_um": 0,
        "seq_cells": 0,
        "layout_top_cell": "buf_4",
        "syn_to_final_growth_pct": 112,
        "layout.area.comb_sq_um": 892,
        "clkbuf_count": 0,
    },
    "status": {
        "outcome": "finished, violations left",
        "violations": "negative setup slack",
    },
    "timing": {
        "hold_viol": 0,
        "setup_viol": 6,
        "rsz0062_at_grt": "yes",
        "clock.fmax_mhz": 229,
        "relSlewSlack_pct": 65.0,
        "fin_crit_ns": 4.37,
        "max_slew.worst_pin.slew_ns": 0.518,
        "maxSlewViolCount": 0,
        "period_used_pct": 102,
        "setup_slack_ns": -0.0741,
        "setup-tns-final_ns": -0.220,
    },
    "placed_design": {
        "gp_congestion": 0.834,
        "portBuffers": 52,
        "post-place-ws_ns": -0.898,
        "post-dp-hpwl_mm": 2.86,
        "place_area_sq_um": 1620,
    },
    "critical_path": {
        "cp-end-kind": "output pin",
        "path_class": "in2out",
        "start_kind": "input pin",
        "slowest_delay_ns": 0.47,
        "cpMostUsedCell": "fa_2",
        "critical_path.slowest_cell": "clkdlybuf4s50_1",
        "arrival_ns": 3.51,
        "crit_fanout": 5,
        "path_cells": "clkdlybuf4s50_1, inv_1, fa_2, fa_2, a21o_4, mux2_4, mux4_2, o21ba_4, buf_2",
        "cp.required_ns": 3.44,
    },
    "synthesis": {
        "ys_types": 34,
        "postSynthCellCount": 123,
        "yosys-top-cells-area": "buf_4 (18%), fa_1 (11%), ha_1 (11%)",
        "ys_cells": 123,
        "synth_area_sq_um": 898,
        "ys_area_sq_um": 898,
        "yosysTopAreaCell": "buf_4",
        "yosysWarnings": 3,
        "postSynthAreaPerCell_sq_um": 7.30,
        "top_area_share_pct": 18.4,
        "synth_seq_share_pct": 0,
    },
    "flow_run": {
        "tool_warnings": 39,
        "maxCapViolations": 0,
    },
    "hold_path": {
        "min-delay-path-class": "in2out",
    },
    "pwr": {
        "leakage_uw": 0.000913,
        "power_density_nw_per_um2": 265,
        "ir_drop_mv": 0.0923,
    },
    "cts": {
        "ctsHoldBuffers": 0,
    },
}
-- worst max-delay path: cells and delay by family --
kind	cells	cell delay, ns
compound gates	2	0.46
fa+ha+maj	2	0.75
mux	2	0.78
buf+inv	3	0.65
-- logic make-up after synthesis --
kind of cell	Yosys count	share of synthesized area, %
buf+inv	47	29.0
simple gates	26	14.3
compound gates	23	17.3
fa+ha+maj	13	22.3
mux	9	13.4
xor+xnor	3	2.93
other cells	2	0.836
-- metal layers --
metal	up-vias	share of wire [%]
met3	0	11
met5	-	0
met1	485	45
met2	36	44
met4	0	0
li1	542	-
-- power breakdown --
part           switching [uW]  internal (uW)
combinational             196            308
sequential                  0              0
clock                       0              0
total                     196            308
-- final cells by class --
cell class | count | share of cell area, %
Timing Repair Buffer | 100 | 43.6
Inverter | 22 | 4.74
Multi-Input combinational cell | 79 | 46.9
Tap cell | 72 | 4.74
-- synthesized netlist by cell type (all sizes together) --
cell,number
nor4,1
nor3,2
o21ba,1
fa,5
ha,8
inv,22
mux2i,3
mux2,4
o21ai,7
nor2b,1
nand3b,1
mux4,2
o211a,1
nand2b,3
a31oi,1
o22ai,1
a21oi,4
xnor2,2
o2111ai,1
nor2,4
buf,23
nand2,10
nand4,1
clkbuf,2
conb,2
a21o,2
nand4b,1
o221ai,1
a211o,1
nand3,2
o32ai,2
xor2,1
o311ai,1
-- stage by stage --
step           std cells  power [uW]  util (%)  hold WS [ns]
2_1_floorplan        126         181         -          1.77
3_3_place_gp         261         404      29.2          1.72
3_5_place_dp         261         406      29.2          1.72
4_1_cts              273         495      33.4          1.72
5_1_grt              273         560      34.3          1.72
6_report             273         504      34.3          1.72
-- worst paths after layout --
kind | end | depth (start not counted) | startpoint
worst max-delay path | Shifted_fract[1] | 9 | A[2]
worst min-delay path | sign1 | 0 | A[7]
-- what timing repair did --
action / CTS / global route
pin swaps: 18 / 13
setup buffers: 13 / 5
endpoints found under the setup margin: 29 / 27
endpoints found under the hold margin: 0 / 0
resized: 104 / 23
Power figures rest on the tool's default switching activity, not on a simulated workload.
